File: ./run.sh
#!/bin/bash
# OpenROAD 26Q1-2900-gdf79404cd8, Yosys 0.63+post, stock flow scripts
make -C /OpenROAD-flow-scripts/flow DESIGN_CONFIG=/design/flow/config.mk WORK_HOME=/design/flow/orfs finish
File: ./config.mk
export PLATFORM = sky130hd
export DESIGN_NAME = LED_MUX
export DESIGN_NICKNAME = LED_MUX
export VERILOG_FILES = /design/flow/design.v
export SDC_FILE = /design/flow/constraint.sdc
export NUM_CORES = 4
export LEC_CHECK = 1
export CORE_AREA = 10 10 78 78
export DIE_AREA = 0 0 88 88
File: ./constraint.sdc
current_design LED_MUX

set clk_period 2.1
set clk_io_pct 0.2

create_clock -name clk0 -period $clk_period [get_ports {clk}]

set non_clock_inputs [all_inputs -no_clocks]
set_input_delay [expr $clk_period * $clk_io_pct] -clock clk0 $non_clock_inputs
set_output_delay [expr $clk_period * $clk_io_pct] -clock clk0 [all_outputs]
File: ./design.v
`timescale 1ns / 1ps
module clk_gen(input clk100MHz, input rst, output reg clk_sec, output reg clk_5KHz);
integer count, count1;
always@(posedge clk100MHz)
    begin
        if(rst)
        begin
            count = 0;
            count1 = 0;
            clk_sec = 0;
            clk_5KHz =0;
        end
        else
        begin
            if(count == 5)  
            begin
            clk_sec = ~clk_sec;
            count = 0;
            end
            if(count1 == 10000)
            begin
            clk_5KHz = ~clk_5KHz;
            count1 = 0;
            end
            count = count + 1;
            count1 = count1 + 1;
        end
    end
endmodule  
module debounce
(input clk, pb, output reg pb_debounced);
    localparam shift_max = (2**16)-1;
    reg [15:0] shift;
    always @ (posedge clk)
    begin
        shift[14:0] <= shift[15:1];
        shift[15] <= pb;
        if (shift == shift_max) pb_debounced <= 1'b1;
        else pb_debounced <= 1'b0;
    end
endmodule
module bcd_to_7seg(input [3:0] num, output reg [7:0] out);
always @ (num)
begin
    case (num)
        4'h0: begin out=8'b10001000; end
        4'h1: begin out=8'b11101101; end
        4'h2: begin out=8'b10100010; end
        4'h3: begin out=8'b10100100; end
        4'h4: begin out=8'b11000101; end
        4'h5: begin out=8'b10010100; end
        4'h6: begin out=8'b10010000; end
        4'h7: begin out=8'b10101101; end
        4'h8: begin out=8'b10000000; end
        4'h9: begin out=8'b10000100; end
        4'hA: begin out=8'b10100000; end
        4'hB: begin out=8'b11010000; end
        4'hC: begin out=8'b11110010; end
        4'hD: begin out=8'b11100000; end
        4'hE: begin out=8'b10010010; end
        4'hF: begin out=8'b10010011; end        
   default: begin out=8'b01111111; end
    endcase
end
endmodule
module LED_MUX (
    input wire clk,
    input wire rst,
    input wire [7:0] LED0,  
    input wire [7:0] LED1,
    input wire [7:0] LED2,
    input wire [7:0] LED3,
    input wire [7:0] LED4,
    input wire [7:0] LED5,
    input wire [7:0] LED6,
    input wire [7:0] LED7,  
    output wire [7:0] LEDSEL,
    output wire [7:0] LEDOUT
    );
reg [2:0] index;
reg [15:0] led_ctrl;
assign {LEDOUT, LEDSEL} = led_ctrl;
always@(posedge clk)
begin
    index <= (rst) ? 3'd0 : (index + 3'd1);
end    
always @(index, LED0, LED1, LED2, LED3, LED4, LED5, LED6, LED7)
begin
    case(index)
        3'd0: led_ctrl <= {8'b11111110, LED7};
        3'd1: led_ctrl <= {8'b11111101, LED6};
        3'd2: led_ctrl <= {8'b11111011, LED5};
        3'd3: led_ctrl <= {8'b11110111, LED4};
        3'd4: led_ctrl <= {8'b11101111, LED3};
        3'd5: led_ctrl <= {8'b11011111, LED2};
        3'd6: led_ctrl <= {8'b10111111, LED1};
        3'd7: led_ctrl <= {8'b01111111, LED0};
     default: led_ctrl <= {8'b11111111, 8'hFF};
    endcase
end
endmodule
==> deck_impl_summary.md <==
Run Summary

Status
  – Outcome: finished with violations
  – Violated checks: negative setup slack

Flow run
  – Tool warning count: 32
  – Max_cap viols: 0

STA
  – Relative slew slack: 72.42%
  – Highest clock rate: between 400 and 500 MHz
  – PnR worst setup slack: -0.2610 ns
  – Slew @ Worst Pin: 0.4137 ns
  – Post-layout period usage of the worst path: 112.4%
  – RSZ-0062 raised after global routing: true
  – Hold Vio Cnt, Final: 0
  – Tmin final: ~2.4 ns
  – Max-slew violations: 0
  – Clock Skew: roughly 0.0012 ns
  – Fin Hold WS: 0.6238 ns
  – Setup TNS: -2.093 ns
  – # setup viols final: 13

Synthesis
  – Async S/R FF share, synth: 0%
  – Yosys Chip Area: ~790 µm²
  – EDFF count, synth: 0
  – Post-synthesis cell type count: 31
  – Syn Inst Count: approximately 100
  – Syn_area_per_cell: roughly 7.9 µm²
  – Cell area after synthesis: 793.3 µm²
  – # Cells Yosys: 100
  – Synth Warn #: 1
  – Top FF cell, synth: dfxtp_1
  – Most numerous cell in the Yosys netlist: nand2_1
  – Register area share after synthesis: 7.571%
  – Top cells by count: nand2_1 (10), nor3_1 (8), and3_1 (7), ha_1 (7), mux2_2 (7)
  – Synth flops: 3
  – Top cell area share: 11.04%
  – Cell taking the most area after synthesis: ha_1
  – Synth area leaders: ha_1 (11%), mux2_2 (9.9%), a41oi_2 (8.2%)

Critical path
  – RR Endpoint: index[2]
  – CP max stage delay: 0.35 ns
  – Critical path depth: 9
  – Launch point of the worst path: index[1]
  – Most frequent CP cell: buf_6
  – Worst Setup EP: LEDSEL[6]
  – Worst path required time: 1.68 ns
  – Reg2Reg Setup Slack: ~1.1 ns
  – Critical path buffer and inverter count: 5
  – Reg2Reg Depth: 3
  – Crit path max-delay cell type: dfxtp_2
  – Arrival @ worst endpoint: between 1.5 and 2 ns
  – Startpoint Class: register
  – R2r startpoint: index[0]
  – Largest delay contributor family on the critical path: buffers and inverters
  – Crit path max fanout: 4
  – Worst path cell trace: buf_6 -> inv_6 -> ha_4 -> a211o_1 -> or2_4 -> buf_6 -> buf_6 -> a41oi_2 -> buf_2
  – Worst Path Class, Setup: reg2out
  – Worst setup EP type: output pin

Global routing
  – Gr ovfl total: 0
  – Vias in the first global route: roughly 1300
  – Global-route wire length before repair: approximately 6900 µm
  – Largest net degree at the start of global routing: 28
  – Global-route usage over all layers: 10.96%
  – Initial antenna violation count: 0

Layout
  – Layout cells sized above 1: 41.90%
  – Syn-to-layout area delta: 162.8%
  – Reg area: 65.06 µm²
  – Reg with most FFs: index
  – Max reg flops: 3
  – Final Util: approximately 47%
  – Finished Layout Cells: between 200 and 300
  – Logic cell area: 833.3 µm²
  – Largest regs: index x3
  – Fillers: 413

Drt
  – Via count: 1226
  – DRC Markers: 0
  – First-pass detailed-route iteration total: 4
  – Routed len/inst: 17.28 µm
  – DRT iter0 DRCs: 75
  – Antenna fix cells: 0
  – Vias per cell: roughly 4.7
  – Detail Route Antenna Nets: 0
  – Final wirelength: 4528 µm

Clock tree
  – Reg clk slew, reported paths: 0.03 ns
  – CTS tree: done
  – CTS sink count: 3
  – Clock Latency Late Sink: between 0.2 and 0.25 ns
  – H-Tree Depth: 1
  – CTS buffer count: 3
  – Root Driver: clkbuf_8
  – Maximum buffer depth of the clock tree: 2

Floorplanning
  – Die height: 88 µm
  – Die W: 88 µm
  – Row count: 24
  – Die ar.: 7744 µm²
  – Placeable Area: around 4400 µm²
  – Starting Density: 17.97%
  – I/O pin count: 82

Power and ir drop
  – Leak pwr: roughly 0.82 nW
  – Power Dens Cells: around 360 nW/µm²
  – Worst vdd ir: just under 300 µV

Placement
  – Port bufs: about 81
  – Gpl congestion: just under 0.9
  – Detailed Place HPWL: 3550 µm
  – Placed Cells: 244

Worst hold path
  – Hold WC Path Type: reg2reg
## area by class of cell
class / count / share of cell area, %
inverter: 3 / 0.9004
multi-input combinational: 83 / 39.98
tap: 52 / 3.121
clock buffer: 4 / 2.161
sequential: 3 / 3.121
timing repair buffer: 117 / 50.72
## tightest hold or removal path: cells and delay by family, from the launching register on
kind                   cells  cell delay, ns
flip-flops                 1            0.36
buffers and inverters      2            0.19
AND/OR/NAND/NOR            1            0.03
## power breakdown
part	leakage (nW)	internal [mW]	total [mW]	switching, mW
Clock	0.0228	0.129	0.167	0.0373
Combinational	0.775	0.340	0.524	0.184
Sequential	0.0256	0.0625	0.0682	0.00570
Total	0.823	0.532	0.759	0.227
## how the worst min path moves through the flow
stage        start       end  slack, ns  depth (start not counted)
6_report  index[0]  index[0]       0.62                          3
5_1_grt   index[0]  index[0]       0.65                          3
4_1_cts   index[0]  index[0]       0.53                          2
## what timing repair did
action                                  CTS  global route
endpoints found under the setup margin   16            15
cloned                                    1             0
setup buffers                            10             3
hold buffers                              0             0
pin swaps                                18             9
resized                                  81            15
## kinds of logic (layout without fill, tap and decap cells)
family	count (synthesis)	count (layout)	synth area share [%]
buffers and inverters	14	124	9.779
AOI/OAI and AO/OA	27	27	32.49
and+or+nand+nor	42	42	29.18
DFF	3	3	7.571
adders and majority gates	7	7	11.04
muxes	7	7	9.937
## cells in the final DEF (no fill, tap or decap), types with 2 or more instances in the layout
cell type	synthesis	routed
clkdlybuf4s50_1	0	65
buf_4	0	24
buf_6	3	12
buf_2	2	12
nand2_1	10	10
mux2_2	7	7
and3_1	7	6
a22o_1	5	5
nor3_1	8	5
a32oi_1	4	4
a2111oi_4	0	4
a31oi_1	4	4
a222oi_1	4	4
a41oi_2	4	4
ha_4	0	4
nor3_2	0	3
nor2_1	4	3
ha_2	0	3
clkbuf_8	0	3
dlygate4sd2_1	0	3
or2_4	0	2
nor2b_1	3	2
## per-stage QoR
step | cell area, µm² | worst slack, ns | power (mW)
after floorplan | 803.3 | 0.002636 | 0.2239
after global placement | 1774 | -0.4688 | 0.5123
after detailed placement | 1774 | -0.5239 | 0.5126
after CTS | 1994 | -0.2792 | 0.7391
after global routing | 2085 | -0.3496 | 0.8217
final | 2085 | -0.2610 | 0.7591
## routing by layer
| metal | track usage [%] | vias up | share of wire (%) |
|---|---|---|---|
| met4 | 0.7246 | 0 | 0 |
| met2 | 17.59 | 55 | 44 |
| li1 | - | 618 | - |
| met5 | 0 | - | 0 |
| met3 | 3.835 | 0 | 13 |
| met1 | 14.47 | 553 | 43 |
Power is estimated from default activity; no workload was simulated.
