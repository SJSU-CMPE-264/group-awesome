==> flow/design.v <==
module counter #(parameter wide = 4)
(input clk, rst, ld, ce, input [wide-1:0] in, output reg [wide-1:0] out);
    always @ (posedge clk, posedge rst)
        begin
        if (rst) out = 0;
        else if (ce) out = ld ? in : out-1;
        else out = out;
        end
endmodule
==> flow/run.sh <==
#!/bin/bash
# OpenROAD 26Q1-2900-gdf79404cd8, Yosys 0.63+post, stock flow scripts
make -C /OpenROAD-flow-scripts/flow DESIGN_CONFIG=/design/flow/config.mk WORK_HOME=/design/flow/orfs finish
==> flow/config.mk <==
export PLATFORM = sky130hd
export DESIGN_NAME = counter
export DESIGN_NICKNAME = counter
export VERILOG_FILES = /design/flow/design.v
export SDC_FILE = /design/flow/constraint.sdc
export NUM_CORES = 4
export LEC_CHECK = 1
export CORE_AREA = 10 10 70 70
export DIE_AREA = 0 0 80 80
==> flow/constraint.sdc <==
current_design counter

set clk_period 2.2
set clk_io_pct 0.2

create_clock -name clk0 -period $clk_period [get_ports {clk}]

set non_clock_inputs [all_inputs -no_clocks]
set_input_delay [expr $clk_period * $clk_io_pct] -clock clk0 $non_clock_inputs
set_output_delay [expr $clk_period * $clk_io_pct] -clock clk0 [all_outputs]
==> run summary <==
Results of the flow run.

The run finished with clean final reports. The worst slew margin relative to its limit stands at 78.5%. The kind of cell with the highest combined delay along the critical path is buffers and inverters. The total power density per cell area stands at 644 nW/um^2.

The count of final setup violators stands at 0. The first-pass GRT wire length stands at 1150 microns. Clock tree synthesis selected as its root buffer the cell sky130_fd_sc_hd__clkbuf_4.

The summed instance area of the synthesized netlist stands at 245 sq um. Counting the warning lines in the Yosys log gives 1. The delay of the slowest critical-path stage stands at 0.49 ns. The all-layer global routing usage stands at 2.23%. The final weighted congestion in routability-driven placement stands at 0.770.

The final timing report lists a hold violation count of 0. The ratio of final minimum period to clock period stands at 71.8%. CTS built an H-tree with a depth of 1. The critical path ends at out[2]. In the log, the iteration count for the first detailed-route pass is 2. A synthesized cell averages 9.08 sq um. The final sum of negative setup slack stands at 0 ns. The final critical-path required period stands at 1.58 ns. According to the I/O placement log, the pin count is 12. Setup repair after global routing left no endpoint under its margin. The tool warning count stands at 25. The total overflow reported by the global router stands at 0. The initial core utilization stands at 7.18%. Summed over all instances, the cell type with the most area after synthesis is sky130_fd_sc_hd__dfrtp_1. The number of synthesized register bits stands at 4.

The horizontal extent of the die stands at 80 microns. For this design the static power due to leakage is 0.000176 uW. The detailed placement HPWL stands at 599 microns. The sequential cell area fraction in the yosys report stands at 40.8%. In this run the deepest clock path goes through 2 buffers. Yosys stat counts 27 cells in the synthesized netlist. Per the cell usage report, the commonest logic cells after layout are sky130_fd_sc_hd__clkdlybuf4s50_1 (11), sky130_fd_sc_hd__inv_1 (5), sky130_fd_sc_hd__dfrtp_1 (4). Synthesis instantiated 13 different standard cells from the library. The final power report lists total power as 273 uW.

Per the post-run analysis, buffers plus inverters along the critical path come to 1. The synthesized instance count is 27. The run reported a max-capacitance violation count of 0.

The endpoint arrival time on the critical path stands at 1.14 ns. The OpenROAD report gives the critical path a required time of 1.76 ns. The violation count after the first detailed-routing iteration stands at 19. The final antenna-violating net count stands at 0. The per-cell routed wire length stands at 8.27 microns. The vias per cell stands at 2.76. The script parses the final routing iteration and logs DRC violations as 0. The final antenna diode count stands at 0. The final timing report lists clock skew as 0.00521 ns. The clock transition at the registers of the reported paths stands at 0.04 ns. The peak ir drop on the vdd network stands at 122 uV.

The post-cts resize count stands at 0. The fraction of post-synthesis cell area in the top cell type by area stands at 40.8%. The count of buffers from port buffering stands at 11.

The report shows a maximum critical-path fanout of 4. For the pin with the worst max-slew slack, the measured transition is 0.322 ns. The worst setup path is launched from a register. The clock latency at the later pin of the worst-skew pair stands at 0.23 ns.

The die covers 6400 sq um. The initial antenna violation count stands at 0. The highest clock rate this design can be run at is 0.633 GHz. The number of buffers added by the clock tree synthesis step stands at 3. The share of cells above drive strength 1 stands at 12.5%. In this run, post-CTS hold repair placed 0 buffers.

The via count of the first global-routing pass came to 256. The setup check on the worst reg-to-reg path leaves a slack of 1.05 ns. After synthesis, the cell types taking the most area are sky130_fd_sc_hd__dfrtp_1 (41%), sky130_fd_sc_hd__a22o_1 (11%), sky130_fd_sc_hd__inv_1 (7.7%). The critical path's slowest stage uses the library cell sky130_fd_sc_hd__clkdlybuf4s50_1.

The worst register-to-register path begins at out[0]. The report lists the cells along the critical path as clkdlybuf4s50_1. The type recorded for the worst min-delay path is in2async. The detailed-route via count stands at 237. Measured along the y axis, the die boundary spans 80 microns. Max-slew check failures listed in the final report amount to 0. Between the synthesized netlist and the finished layout, the area growth was recorded as 73.0%. The total number of placement rows stands at 21.

The area of the core stands at 3420 sq um. TritonCTS built the clock tree. Summed over all layers, the routed wires come to 711 microns.

The largest net degree at the start of global routing stands at 11. OpenSTA lists the critical path startpoint as out[2]. STA classifies the critical path endpoint as an output port. Looking at the setup timing report, the critical path kind is reg2out.

The chip area in the Yosys report stands at 245 sq um. Looking at the reg2reg group, the worst path ends at out[2]. The number of flip-flops in the largest register stands at 4. The count of cell instances traversed by the critical path stands at 1. The worst register-to-register path has a depth of 4.

In this run the post-CTS setup repair buffer count came out at 0. The top cell type in the final layout, fill and taps aside, is sky130_fd_sc_hd__clkdlybuf4s50_1. The clock drives 4 sinks.
## metrics by stage
stage	setup slack [ns]	hold WS [ns]	instances	util [%]	instance area (sq um)
floorplan	1.14	0.206	27	-	245
global placement	0.571	0.573	83	11.8	402
detailed placement	0.540	0.573	83	11.8	402
CTS	0.592	0.394	86	12.4	424
global route	0.536	0.430	86	12.4	424
finish	0.621	0.395	86	12.4	424
## synth_stat cells, drive strengths merged
cell type / count
mux2i: 1
inv: 5
nor2b: 1
nor2: 4
ha: 1
nor3: 1
dfrtp: 4
a22o: 3
a22oi: 1
a21oi: 3
o21ai: 2
buf: 1
## where the power goes
group          leakage, uW  internal (uW)  switching [uW]
sequential       0.0000466           87.7            16.9
clock            0.0000138           60.8            27.5
combinational     0.000116           53.9            26.5
## cells by family after synthesis
family                   after synthesis  share of synthesized area, %
AND-OR/OR-AND                          9                          24.0
AND/OR/NAND/NOR                        6                          13.8
adder cells (fa/ha/maj)                1                          5.10
buffers and inverters                  6                          12.2
multiplexers                           1                          4.08
flip-flops                             4                          40.8
## worst min path at each step
stage | slack, ns | endpoint
after CTS | 0.39 | out[3]
after global routing | 0.43 | out[1]
final | 0.39 | out[3]
## per-layer routing
| metal | share of wire [%] | wire length, microns | GRT usage [%] | up-vias |
|---|---|---|---|---|
| met5 | 0 | 0 | 0 | - |
| met4 | 5.8 | 41 | 1.23 | 0 |
| met3 | 8.3 | 59 | 0.909 | 4 |
| met2 | 38 | 270 | 3.05 | 13 |
| met1 | 48 | 340 | 2.87 | 101 |
| li1 | - | - | - | 119 |
## final cells by class
type,count,area [sq um]
Inverter,5,18.8
Tap cell,46,57.6
Fill cell,401,2990
Multi-Input combinational cell,17,115
Sequential cell,4,100
Clock buffer,3,22.5
Timing Repair Buffer,11,110
Power and IR drop assume default switching activity.
